`/design/flow/run.sh`:
```
#!/bin/bash
# OpenROAD 26Q1-2900-gdf79404cd8, Yosys 0.63+post, stock flow scripts
make -C /OpenROAD-flow-scripts/flow DESIGN_CONFIG=/design/flow/config.mk WORK_HOME=/design/flow/orfs finish
```
`/design/flow/config.mk`:
```
export PLATFORM = sky130hd
export DESIGN_NAME = flopenr
export DESIGN_NICKNAME = flopenr
export VERILOG_FILES = /design/flow/design.v
export SDC_FILE = /design/flow/constraint.sdc
export NUM_CORES = 4
export LEC_CHECK = 1
export CORE_AREA = 10 10 70 70
export DIE_AREA = 0 0 80 80
```
`/design/flow/constraint.sdc`:
```
current_design flopenr

set clk_period 1.1
set clk_io_pct 0.2

create_clock -name clk0 -period $clk_period [get_ports {clk}]

set non_clock_inputs [all_inputs -no_clocks]
set_input_delay [expr $clk_period * $clk_io_pct] -clock clk0 $non_clock_inputs
set_output_delay [expr $clk_period * $clk_io_pct] -clock clk0 [all_outputs]
```
`/design/flow/design.v`:
```
`timescale 1ns / 1ps
module priority_encoder(
			input [24:0] significand,
			input [7:0] Exponent_a,
			output reg [24:0] Significand,
			output [7:0] ExpSub
			);
reg [4:0] shift;
always @(significand)
begin
	casex (significand)
		25'b1_1xxx_xxxx_xxxx_xxxx_xxxx_xxxx :	begin
													Significand = significand;
									 				shift = 5'd0;
								 			  	end
		25'b1_01xx_xxxx_xxxx_xxxx_xxxx_xxxx : 	begin						
										 			Significand = significand << 1;
									 				shift = 5'd1;
								 			  	end
		25'b1_001x_xxxx_xxxx_xxxx_xxxx_xxxx : 	begin						
										 			Significand = significand << 2;
									 				shift = 5'd2;
								 				end
		25'b1_0001_xxxx_xxxx_xxxx_xxxx_xxxx : 	begin 							
													Significand = significand << 3;
								 	 				shift = 5'd3;
								 				end
		25'b1_0000_1xxx_xxxx_xxxx_xxxx_xxxx : 	begin						
									 				Significand = significand << 4;
								 	 				shift = 5'd4;
								 				end
		25'b1_0000_01xx_xxxx_xxxx_xxxx_xxxx : 	begin						
									 				Significand = significand << 5;
								 	 				shift = 5'd5;
								 				end
		25'b1_0000_001x_xxxx_xxxx_xxxx_xxxx : 	begin						 
									 				Significand = significand << 6;
								 	 				shift = 5'd6;
								 				end
		25'b1_0000_0001_xxxx_xxxx_xxxx_xxxx : 	begin						 
									 				Significand = significand << 7;
								 	 				shift = 5'd7;
								 				end
		25'b1_0000_0000_1xxx_xxxx_xxxx_xxxx : 	begin						 
									 				Significand = significand << 8;
								 	 				shift = 5'd8;
								 				end
		25'b1_0000_0000_01xx_xxxx_xxxx_xxxx : 	begin						 
									 				Significand = significand << 9;
								 	 				shift = 5'd9;
								 				end
		25'b1_0000_0000_001x_xxxx_xxxx_xxxx : 	begin						 
									 				Significand = significand << 10;
								 	 				shift = 5'd10;
								 				end
		25'b1_0000_0000_0001_xxxx_xxxx_xxxx : 	begin						 
									 				Significand = significand << 11;
								 	 				shift = 5'd11;
								 				end
		25'b1_0000_0000_0000_1xxx_xxxx_xxxx : 	begin						 
									 				Significand = significand << 12;
								 	 				shift = 5'd12;
								 				end
		25'b1_0000_0000_0000_01xx_xxxx_xxxx : 	begin						 
									 				Significand = significand << 13;
								 	 				shift = 5'd13;
								 				end
		25'b1_0000_0000_0000_001x_xxxx_xxxx : 	begin						 
									 				Significand = significand << 14;
								 	 				shift = 5'd14;
								 				end
		25'b1_0000_0000_0000_0001_xxxx_xxxx  : 	begin						 
									 				Significand = significand << 15;
								 	 				shift = 5'd15;
								 				end
		25'b1_0000_0000_0000_0000_1xxx_xxxx : 	begin						 
									 				Significand = significand << 16;
								 	 				shift = 5'd16;
								 				end
		25'b1_0000_0000_0000_0000_01xx_xxxx : 	begin						 
											 		Significand = significand << 17;
										 	 		shift = 5'd17;
												end
		25'b1_0000_0000_0000_0000_001x_xxxx : 	begin						 
									 				Significand = significand << 18;
								 	 				shift = 5'd18;
								 				end
		25'b1_0000_0000_0000_0000_0001_xxxx : 	begin						 
									 				Significand = significand << 19;
								 	 				shift = 5'd19;
												end
		25'b1_0000_0000_0000_0000_0000_1xxx :	begin						 
									 				Significand = significand << 20;
								 					shift = 5'd20;
								 				end
		25'b1_0000_0000_0000_0000_0000_01xx : 	begin						 
									 				Significand = significand << 21;
								 	 				shift = 5'd21;
								 				end
		25'b1_0000_0000_0000_0000_0000_001x : 	begin						 
									 				Significand = significand << 22;
								 	 				shift = 5'd22;
								 				end
		25'b1_0000_0000_0000_0000_0000_0001 : 	begin						 
									 				Significand = significand << 23;
								 	 				shift = 5'd23;
								 				end
		25'b1_0000_0000_0000_0000_0000_0000 : 	begin						 
								 					Significand = significand << 24;
							 	 					shift = 5'd24;
								 				end
		default : 	begin
						Significand = (~significand) + 1'b1;
						shift = 8'd0;
					end
	endcase
end
assign ExpSub = Exponent_a - shift;
endmodule
module alu(input [31:0] a, b, 
           input [4:0]  shamt,
           input [3:0]  aluControl, 
           output reg [31:0] result, wd0, wd1,
           output zero);
  wire [31:0] b2, sum, slt, sra_sign, sra_aux;
  wire [63:0] product, quotient, remainder;
  assign b2 = aluControl[2] ? ~b:b; 
  assign sum = a + b2 + aluControl[2];
  assign slt = sum[31];
  assign sra_sign = 32'b1111_1111_1111_1111 << (32 - shamt);
  assign sra_aux = b >> shamt;
  assign product = a * b;
  assign quotient = a / b;
  assign remainder = a % b;
  reg AddSubMode;
  wire AddSubOperation;
  wire OperandMode;
  wire SignBit;
  wire Exception;
  wire Overflow;  
  wire Underflow;  
  wire [31:0] FPUa,FPUb;
  wire [23:0] SigA,SigB;
  wire [7:0] ExpDiff;
  wire [23:0] SigAddSub;
  wire [7:0] ExpAddSub;
  wire [24:0] SigAdd;
  wire [30:0] AddSum;
  wire [23:0] SigSubComp;
  wire [24:0] SigSub;
  wire [30:0] SubDiff;
  wire [24:0] Subtraction; 
  wire [7:0] ExpSub;
  wire [31:0] result_fpu;
  wire [31:0] result_fpu_mult;
  wire Sign,RoundProduct,Normalised,MultZero;
  wire [8:0] Exponent,ExponentSum;
  wire [22:0] MantissaProduct;
  wire [47:0] MultProduct,NormalizedProduct;  
  always@(*)
    case(aluControl[3:0])
       4'b1001: AddSubMode <= 1'b0;
       4'b1101: AddSubMode <= 1'b1;
    endcase
  assign {OperandMode,FPUa,FPUb} = (a[30:0] < b[30:0]) ? {1'b1,b,a} : {1'b0,a,b};
  assign exp_a = FPUa[30:23];
  assign exp_b = FPUb[30:23];
  assign Exception = (&FPUa[30:23]) | (&FPUb[30:23]);
  assign SignBit = AddSubMode ? OperandMode ? !FPUa[31] : FPUa[31] : FPUa[31] ;
  assign AddSubOperation = AddSubMode ? FPUa[31] ^ FPUb[31] : ~(FPUa[31] ^ FPUb[31]);
  assign SigA = (|FPUa[30:23]) ? {1'b1,FPUa[22:0]} : {1'b0,FPUa[22:0]};
  assign SigB = (|FPUb[30:23]) ? {1'b1,FPUb[22:0]} : {1'b0,FPUb[22:0]};
  assign ExpDiff = FPUa[30:23] - FPUb[30:23];
  assign SigAddSub = SigB >> ExpDiff;
  assign ExpAddSub = FPUb[30:23] + ExpDiff; 
  assign perform = (FPUa[30:23] == ExpAddSub);
  assign SigAdd = (perform & AddSubOperation) ? (SigA + SigAddSub) : 25'd0; 
  assign AddSum[22:0] = SigAdd[24] ? SigAdd[23:1] : SigAdd[22:0];
  assign AddSum[30:23] = SigAdd[24] ? (1'b1 + FPUa[30:23]) : FPUa[30:23];
  assign SigSubComp = (perform & !AddSubOperation) ? ~(SigAddSub) + 24'd1 : 24'd0 ; 
  assign SigSub = perform ? (SigA + SigSubComp) : 25'd0;
  priority_encoder pe(SigSub,FPUa[30:23],Subtraction,ExpSub);
  assign SubDiff[30:23] = ExpSub;
  assign SubDiff[22:0] = Subtraction[22:0];
  assign result_fpu = Exception ? 32'b0 : ((!AddSubOperation) ? {SignBit,SubDiff} : {SignBit,AddSum});
 assign Sign = a[31] ^ b[31];
 assign Exception = (&a[30:23]) | (&b[30:23]);
 assign FPUa = (|a[30:23]) ? {1'b1,a[22:0]} : {1'b0,a[22:0]};
 assign FPUb = (|b[30:23]) ? {1'b1,b[22:0]} : {1'b0,b[22:0]};
 assign MultProduct = FPUa * FPUb;			 
 assign RoundProduct = |NormalizedProduct[22:0];   
 assign Normalised = MultProduct[47] ? 1'b1 : 1'b0;	
 assign NormalizedProduct = Normalised ? MultProduct : MultProduct << 1;	 
 assign MantissaProduct = NormalizedProduct[46:24] + (NormalizedProduct[23] & RoundProduct); 
 assign MultZero = Exception ? 1'b0 : (MantissaProduct == 23'd0) ? 1'b1 : 1'b0;
 assign ExponentSum = a[30:23] + b[30:23];
 assign Exponent = ExponentSum - 8'd127 + Normalised;
 assign Overflow = ((Exponent[8] & !Exponent[7]) & !MultZero) ;  
 assign Underflow = ((Exponent[8] & Exponent[7]) & !MultZero) ? 1'b1 : 1'b0; 
 assign result_fpu_mult = Exception ? 32'd0 : MultZero ? {Sign,31'd0} : Overflow ? {Sign,8'hFF,23'd0} : Underflow ? {Sign,31'd0} : {Sign,Exponent[7:0],MantissaProduct};
  always@(*)
    case(aluControl[3:0])
      4'b0000: result <= a & b;
      4'b0001: result <= a | b;
      4'b0010: result <= sum;
      4'b0011: result <= b << shamt;
      4'b1011: result <= b << a;
      4'b0100: result <= b >> shamt;
      4'b1100: result <= b >> a;
      4'b0101: result <= sra_sign | sra_aux;
      4'b0110: result <= sum;
      4'b0111: result <= slt;
      4'b1010: 
        begin
          result <= product[31:0]; 
          wd0    <= product[31:0];
          wd1    <= product[63:32];
        end
      4'b1110: 
        begin
          result <= quotient; 
          wd0    <= quotient;
          wd1    <= remainder;
        end
      4'b1000: result <= b << 5'd16;
      4'b1001:  
	begin
	  result <= result_fpu;
	end
      4'b1101:   
	begin
	  result <= result_fpu;
	end
      4'b1111:  
	begin
		result <= result_fpu_mult;
	end
    endcase
  assign zero = (result == 32'd0);
endmodule
module regfile(input         clk, 
               input         we3, 
               input  [4:0]  ra1, ra2, wa3, 
               input  [31:0] wd3, 
               output [31:0] rd1, rd2);
  reg [31:0] rf[31:0];
  always @(posedge clk)
    if (we3) rf[wa3] <= wd3;	
  assign rd1 = (ra1 != 0) ? rf[ra1] : 0;
  assign rd2 = (ra2 != 0) ? rf[ra2] : 0;
endmodule
module spregfile(input       clk, 
               input         we, 
               input         ra, 
               input  [31:0] wd0, wd1, 
               output [31:0] rd);
  reg [31:0] rf[1:0];
  always @(posedge clk)
    if (we == 1'b1)
      begin
        rf[1'b0] <= wd0;
        rf[1'b1] <= wd1;
      end
   assign rd = (ra != 1'b0) ? rf[1'b1] : rf[1'b0];
endmodule
module adder(input [31:0] a, b,
             output [31:0] y);
  assign y = a + b;
endmodule
module sl2(input  [31:0] a,
           output [31:0] y);
  assign y = {a[29:0], 2'b00};
endmodule
module signext(input  [15:0] a,
               output [31:0] y);
  assign y = {{16{a[15]}}, a};
endmodule
module flopr #(parameter WIDTH = 8)
              (input                  clk, reset,
               input      [WIDTH-1:0] d, 
               output reg [WIDTH-1:0] q);
  always @(posedge clk, posedge reset)
    if (reset) q <= 0;
    else       q <= d;
endmodule
module flopenr #(parameter WIDTH = 8)
                (input                  clk, reset,
                 input                  en,
                 input      [WIDTH-1:0] d, 
                 output reg [WIDTH-1:0] q);
  always @(posedge clk, posedge reset)
    if      (reset) q <= 0;
    else if (en)    q <= d;
endmodule
module mux2 #(parameter WIDTH = 8)
             (input  [WIDTH-1:0] d0, d1, 
              input              s, 
              output [WIDTH-1:0] y);
  assign y = s ? d1 : d0; 
endmodule
module mux3 #(parameter WIDTH = 8)
             (input  [WIDTH-1:0] d0, d1, d2,
              input  [1:0]            s, 
              output [WIDTH-1:0] y);
  assign y = (s == 2'b00) ? d0 : ((s == 2'b01) ? d1 : d2); 
endmodule
```
==> results.cfg <==
; generated from flow reports
[status]
status = finished, final reports clean

[clock_network]
clock_sinks = 8
cts_tree = built
htree_levels = 1
cts-root-buf = clkbuf_4
path_clk_slew_ns = 0.05
cts.path.max_buffers = 2
hold_buffers = 0
insertion_delay_ns = 0.24
cts_inserted_buffers = 3

[synth]
ys_cells = 18
top_area_frac = 0.597
synth_seq_share = 0.597
numSynthFlops = 8
synth.avg_cell_area_sq_um = 18.6
topCellsByArea = dfrtp_1 60%, mux2_4 36%, buf_6 3.4%
synth.distinct_cells = 4
synth_warnings = 1
netlist_area_sq_um = 335
largest_area_cell = dfrtp_1
yosys_area_sq_um = 335
synthCells = 18

[routing]
wirelength_microns = 920
num_antenna_cells = 0
via_count = 240
post_drt_wl_per_cell_microns = 10.1
dr.pass1.iters = 2
drtAntennaViolNets = 0
post_drt_via_cell_ratio = 2.64
drc = 0
drt_iter0_markers = 13

[sta]
worstMarginPinSlew_ns = 0.295
maxSlewViolCount = 0
setup_violations = 0
clock.fmax_ghz = 0.944
post-route-period-util = 0.963
fin_crit_ns = 1.06
hold_viol_final = 0
skew_ns = 0
worst_slack_ns = 0.0411
grt_setup_unrepaired = false
slew_headroom = 0.803

[die]
design.core.area_sq_mm = 0.00342
pin_count = 19
std_cell_rows = 21
die_y_microns = 80
chip_area_sq_mm = 0.00640
fp.dieW_microns = 80
initCoreUtil = 0.0982

[placement]
dpl_cell_area_sq_um = 582
dp_slack_ns = -0.194
gp_congestion = 0.708
portBuffers = 18

[grt]
grt_pass1_wl_microns = 1390
antenna_found_initial = 0
grt_max_degree = 9
overflow = 0
grt_pass1_vias = 267
grt_usage = 0.0279

[setup_path]
reg2reg_depth = 3
rr_endpoint = q[1]
r2r_slack_ns = 0.11
crit_arrival_ns = 0.84
path_class = register to output port
critPathMaxStageDelay_ns = 0.36
crit_buf_inv = 1
worstPathRequired_ns = 0.88
path_cells = dlygate4sd2_1
endpoint_kind = output port
critPathLaunchType = register
crit_slowest_cell = dfrtp_1
critPathMaxFanout = 2
cp_top_family = flip-flops
reg2reg_from = q[1]

[final_layout]
areaGrowthSynthToFinish_pct = 93.3
regMostFlops = q
reg_top3 = q x8
drive_gt1_frac = 0.400
largest_reg_flops = 8
comb_area_sq_um = 120
fillCellCount = 384
flop_area_sq_um = 200
stdcell_area_sq_um = 648

[job]
maxCapViolCount = 0
tool_warnings = 25

[power]
ir_drop_mv = 0.188
power_density_mw_per_mm2 = 1120
power_leakage_nw = 0.293

[hold_path]
worstHoldPathType = input port to asynchronous set/reset pin
[placed cells by master, fill, tap and decap left out, drive strengths merged]
cell type / count
dfrtp: 8
dlygate4sd2: 1
clkbuf: 3
clkdlybuf4s15: 7
mux2: 8
buf: 7
inv: 1
clkdlybuf4s50: 10
[power by group]
part           switching, mW  internal (mW)
sequential            0.0160          0.324
combinational         0.0380          0.140
clock                 0.0863          0.124
total                  0.140          0.588
[metrics by stage]
step	hold WS, ns	cells	utilization	setup TNS [ns]	power (mW)
after floorplan	0.0357	18	-	0	0.397
after global placement	0.485	82	0.170	-1.50	0.507
after detailed placement	0.483	82	0.170	-1.52	0.508
after CTS	0.223	89	0.184	0	0.725
after global routing	0.249	91	0.190	0	0.772
final	0.223	91	0.190	0	0.728
[routing by layer]
metal,track usage,up-vias,wire [microns]
met1,0.0331,114,364
met4,0.0141,0,41
met5,0,-,0
met3,0.00568,2,47
met2,0.0465,9,468
li1,-,115,-
[cells by family (layout without fill, tap and decap cells)]
| logic type | after synthesis | in the layout | synth area share |
|---|---|---|---|
| flip-flops | 8 | 8 | 0.597 |
| multiplexers | 8 | 8 | 0.358 |
| buffers and inverters | 2 | 29 | 0.0448 |
[cell type report]
class / count / area share
clock buffer: 3 / 0.0347
timing repair buffer: 25 / 0.376
sequential: 8 / 0.309
inverter: 1 / 0.00579
tap: 46 / 0.0888
multi-input combinational: 8 / 0.185
[worst max-delay path by stage]
stage / slack, ns / endpoint / from / depth (start not counted)
after CTS: 0.001 / q[6] / q[6] / 1
after global routing: 0.006 / q[2] / q[2] / 1
final: 0.04 / q[2] / q[2] / 1
[Yosys cell counts]
master and n:
dfrtp_1 8, mux2_4 8, buf_6 1, inv_1 1
[repair_timing]
item	CTS	global route
endpoints found under the setup margin	8	6
gates resized	10	5
buffers inserted	4	2
Power and IR drop assume default switching activity.
